==> ./design.v <==
`timescale 1ns / 10ps
module example_counter # (
    parameter SIZE = 4
)(
    input logic clk, n_rst,
    input logic count_enable, clear,
    input logic [SIZE-1:0] rollover_val,
    output logic [SIZE-1:0] count_out,
    output logic rollover_flag
);
    logic [SIZE-1:0] next_count;   
    logic next_flag;   
    always_ff @(posedge clk, negedge n_rst) begin
        if (~n_rst) begin
            count_out <= '0;
            rollover_flag <= 1'b0;
        end else begin
            count_out <= next_count;
            rollover_flag <= next_flag;
        end
    end
    always_comb begin
        next_count = count_out;
        if (clear)
            next_count = '0;
        else if (count_enable) begin
            if (count_out >= rollover_val)
                next_count = 1;   
            else
                next_count = count_out + 1; 
        end
        if (next_count == rollover_val)
            next_flag = 1;
        else
            next_flag = 0;
    end
endmodule
==> ./run.sh <==
#!/bin/bash
# OpenROAD 26Q1-2900-gdf79404cd8, Yosys 0.63+post, stock flow scripts
make -C /OpenROAD-flow-scripts/flow DESIGN_CONFIG=/design/flow/config.mk WORK_HOME=/design/flow/orfs finish
==> ./config.mk <==
export PLATFORM = sky130hd
export DESIGN_NAME = example_counter
export DESIGN_NICKNAME = example_counter
export VERILOG_FILES = /design/flow/design.v
export SDC_FILE = /design/flow/constraint.sdc
export NUM_CORES = 4
export LEC_CHECK = 1
export CORE_AREA = 10 10 70 70
export DIE_AREA = 0 0 80 80
==> ./constraint.sdc <==
current_design example_counter

set clk_period 3.8
set clk_io_pct 0.2

create_clock -name clk0 -period $clk_period [get_ports {clk}]

set non_clock_inputs [all_inputs -no_clocks]
set_input_delay [expr $clk_period * $clk_io_pct] -clock clk0 $non_clock_inputs
set_output_delay [expr $clk_period * $clk_io_pct] -clock clk0 [all_outputs]
==> deck_impl_summary.md <==
Key Metrics from the Run

Worst setup path
  • Max FO, Critical Path: 7
  • Cell at the slowest stage of the critical path: clkdlybuf4s50_1
  • Critical Path, Cell by Cell: clkdlybuf4s50_1, inv_1, ha_1, and3_2, a221oi_4, or3_1, a21oi_1, nor4_2
  • Crit path from: rollover_val[3]
  • Reg-to-reg startpoint: count_out[1]
  • CP Launch Type: primary input
  • R2r endpoint: rollover_flag
  • Critical path required time: approximately 4 ns
  • FF-to-FF path depth: 6
  • WP data arrival: 2.77 ns
  • Critical path type: in -> reg
  • Critical Path End: rollover_flag
  • Setup slack, reg-to-reg: ~1.8 ns
  • Crit path largest cell delay: 0.54 ns
  • Worst Setup End Kind: flop

Place
  • Detail Placement HPWL: about 1000 um
  • IO buf count: 12
  • Gpl congestion: 0.8174
  • Worst slack at placement: 0.8912 ns
  • Dpl cell area: 649.4 um^2

Die
  • Die span in y: 80 um
  • Core area: 3416 um^2
  • IO Count: 13
  • Die ar.: between 6000 and 7000 um^2
  • Die W: 80 um
  • Cell row count: 21
  • Initial cell density of the core: 14.03%

Route
  • Routed Antenna Nets: 0
  • DRC: 0
  • Vias per cell: 4.062
  • Routed via count: approximately 460
  • Diodes inserted: 0
  • DRT Wirelength: 1182 um
  • DR iter-0 viols: 7
  • Pre-antenna DRT Iters: 4
  • Avg WL per Cell: ~10 um

Run
  • Count of tool warnings: 25
  • Max capacitance violation total: 0

CTS
  • Root Driver: clkbuf_4
  • H-tree depth: 1
  • Clock Latency Late Sink: about 0.24 ns
  • Number of setup buffers added after CTS: 0
  • Clock Path Buffers: 2
  • Num CTS Buffers: 3
  • TritonCTS clock tree: done
  • Clock-pin slew on the worst setup and hold paths: 0.04 ns
  • CTS sink count: 5
  • Cts hold-fix bufs: 0
  • CTS resizes: 0

Final timing
  • RSZ-0062 raised after global routing: false
  • Rel. slew slack: 68.94%
  • Final setup TNS: 0 ns
  • Tmin final: about 2.6 ns
  • Skew final: around 0.000076 ns
  • Fmax: 378.8 MHz
  • Period utilization: between 60% and 70%
  • Worst-Margin Slew: ~0.46 ns
  • Final Max Slew Viols: 0
  • Final hold vios: 0
  • Slack of the critical path: 1.160 ns
  • Final Setup Violations: 0

Global routing
  • Global route overflow: 0
  • Initial antenna violation count: 0
  • GRT Total Usage: between 3 and 4%
  • Number of global-route vias before repair: 424
  • Largest net degree at the start of global routing: 16
  • First-pass GRT wire length: 1973 um

Logic synthesis
  • # Cells Yosys: about 53
  • Synthesis area per yosys: 479.2 um^2
  • Syn Std Cell Area: ~480 um^2
  • Commonest cells in the netlist: dfrtp_1 (5), ha_1 (5), inv_1 (4), o21ai_0 (4)
  • Ys flops: 5
  • Syn Inst Count: between 50 and 60
  • Synth warn: 1
  • Dominant Register Cell: dfrtp_1
  • Unique cell types: 30
  • Yosys xor share: under 10%
  • Comb area leader: AND-OR/OR-AND gates
  • Share of the synthesized area in the top cell type: between 20% and 30%
  • Area leader, netlist: dfrtp_1
  • Synth top area cells: dfrtp_1 (26%), ha_1 (13%), a221oi_4 (5.5%), o21ai_0 (4.2%), nand3_1 (3.1%)
  • Aoi share: 28.46%
  • Post-synthesis sequential area ratio: a little over a quarter
  • Mux cell area share after synthesis: 2.089%
  • Simple-Gate Area Share: 23.76%
  • Count of library flops with an enable pin: 0
  • Adder Share, Synth: 13.05%
  • Asr flop ratio synth: 100.0%
  • Syn avg cell area: around 9 um^2

Finish
  • Final core utilization: roughly 20%
  • P&R area growth vs syn: 40.99%
  • Number of fill cells in the layout: 386
  • Design Area, Final: between 600 and 700 um^2
  • Share of layout cells above drive strength 1: 10.45%

Power
  • Worst VDD drop: 0.00007646 V
  • Power density cells: between 200 and 250 nW/um^2
  • LEAKAGE: slightly below 0.3 nW

Run status
  • Status: finished clean

Hold path
  • Worst min path class: reg -> reg
## per-layer routing
metal  up-vias  track usage, %  wire length, um
li1        229               -                -
met5         -               0                0
met2        15           6.180              551
met4         0          0.8803               31
met3         2           1.705              101
met1       213           4.225              497
## per-stage QoR
step / total power, mW / hold WS, ns / std cells
2_1_floorplan: 0.08261 / 0.4644 / 53
3_3_place_gp: 0.1024 / 0.5851 / 109
3_5_place_dp: 0.1030 / 0.5671 / 109
4_1_cts: 0.1646 / 0.5787 / 113
5_1_grt: 0.1765 / 0.6028 / 113
6_report: 0.1608 / 0.5673 / 113
## kinds of logic after synthesis
kind of cell	after synthesis
adders and majority gates	5
muxes	1
AOI/OAI and AO/OA	17
DFF	5
xor gates and xnor gates	1
buffers and inverters	6
and+or+nand+nor	18
## flip-flops by register name, indices dropped and copies added (netlist names)
| signal | count |
|---|---|
| rollover_flag | 1 |
| count_out | 4 |
## critical path, delay by kind of cell
family	cells	cell delay (ns)
buffers and inverters	2	0.60
adders and majority gates	1	0.33
and+or+nand+nor	3	0.66
AOI/OAI and AO/OA	2	0.43
## where the power goes
part           internal [mW]  switching [mW]  total (mW)  leakage, nW
sequential            0.0556         0.00343      0.0591       0.0680
clock                 0.0396          0.0197      0.0592       0.0150
combinational         0.0230          0.0195      0.0425        0.205
## worst min-delay path by stage
stage	to	cells after the start	slack [ns]	start
CTS	count_out[0]	1	0.58	count_out[0]
global route	count_out[0]	1	0.60	count_out[0]
finish	count_out[0]	1	0.57	count_out[0]
## cells in the final DEF (no fill, tap or decap), drive strengths merged, types with 2 or more instances in the layout
cell / instances
o21bai: 2
nor2: 3
ha: 5
clkbuf: 4
o21ai: 4
clkdlybuf4s50: 12
nand4: 2
dfrtp: 5
nand3: 3
inv: 4
nand2b: 2
a21oi: 2
## final cells by class
cell class                 instances  area (um^2)  area share (%)
timing repair buffer              12        120.1           17.78
sequential                         5        125.1           18.52
tap                               46        57.56           8.519
inverter                           4        15.01           2.222
clock buffer                       4        26.28           3.889
multi-input combinational         42        331.6           49.07
Power figures rest on the tool's default switching activity, not on a simulated workload.
